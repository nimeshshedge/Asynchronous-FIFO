--- ./config.mk ---
export PLATFORM = sky130hd
export DESIGN_NAME = wptr_full
export DESIGN_NICKNAME = wptr_full
export VERILOG_FILES = /design/flow/design.v
export SDC_FILE = /design/flow/constraint.sdc
export NUM_CORES = 4
export LEC_CHECK = 1
export CORE_AREA = 10 10 70 70
export DIE_AREA = 0 0 80 80
--- ./constraint.sdc ---
current_design wptr_full

set clk_period 3.4
set clk_io_pct 0.2

create_clock -name clk0 -period $clk_period [get_ports {wclk}]

set non_clock_inputs [all_inputs -no_clocks]
set_input_delay [expr $clk_period * $clk_io_pct] -clock clk0 $non_clock_inputs
set_output_delay [expr $clk_period * $clk_io_pct] -clock clk0 [all_outputs]
--- ./design.v ---
module wptr_full (
 output reg wfull,
 output [4-1:0] waddr,
 output reg [4 :0] wptr,
 input [4 :0] wq2_rptr,
 input winc, wclk, wrst_n);
 reg [4:0] wbin;
 wire [4:0] wgraynext, wbinnext;
 always @(posedge wclk or negedge wrst_n)
	if (!wrst_n) 
		{wbin, wptr} <= 0;
	else 
		{wbin, wptr} <= {wbinnext, wgraynext};
 assign waddr = wbin[4-1:0];
 assign wbinnext = wbin + (winc & ~wfull);
 assign wgraynext = (wbinnext>>1) ^ wbinnext;
 assign wfull_val = (wgraynext=={~wq2_rptr[4:4-1], wq2_rptr[4-2:0]});
 always @(posedge wclk or negedge wrst_n)
	if (!wrst_n) 
		wfull <= 1'b0;
	else 
		wfull <= wfull_val;
endmodule
--- ./run.sh ---
#!/bin/bash
# OpenROAD 26Q1-2900-gdf79404cd8, Yosys 0.63+post, stock flow scripts
make -C /OpenROAD-flow-scripts/flow DESIGN_CONFIG=/design/flow/config.mk WORK_HOME=/design/flow/orfs finish
==> qor.txt <==
outcome - complete, no violations
HP Class - flip-flop to flip-flop
Pre-Place Util - 0.1473
antenna fix cells - 0
CTS tree - done
Max Buffers Root-to-Sink - 2
DP Wirelength - 960 um
layout cells sized above 1 - 0.07937
synth cell count leaders - dfrtp_1 (10), xor2_1 (6), xnor2_1 (4)
initial DRC count - 26
clock sink total - 10
Die H - 80 um
WP data arrival - 2900 ps
TNS Setup - 0 ps
Max Fclk - 0.3686 GHz
DRT Pass-1 Iters - 2
power per cell area - 878.3 nW/um2
Peak supply drop - 0.2021 mV
vias in the first global route - 362
clock slew seen by the registers of the worst setup and hold paths - 60 ps
hold_sp - wptr[4]
Final GP Congestion - 0.7534
Port Buf Inserts - 17
clk root buf - clkbuf_4
hold_buf cts - 0
Top cells by area - dfrtp_1 (50%), xor2_1 (10%), xnor2_1 (7.0%), ha_1 (5.0%), a21boi_0 (3.0%)
Syn Area/Cell - 11.70 um2
Latency at later pin - 250 ps
Congestion Overflow GR - 0
antenna-violating nets left - 0
vias per cell - 3.532
static leakage - 0.2942 nW
flip-flops with a built-in enable - 0
tightest hold margin - 562.7 ps
Num CTS Buffers - 3
DRC Markers - 0
ys flop type - dfrtp_1
part of the cycle the worst path needs - 0.7979
first-pass GRT wire length - 1828 um
Routed WL per cell - 10.49 um
synthesized instance count - 43
Netlist cell types - 22
largest net degree at the start of global routing - 11
kind of start point of the critical path - primary input
Worst Tran Pin Value - 490.9 ps
Post-Syn Area - 503.0 um2
Core Footprint - 3416 um2
Area growth syn-to-layout - 49.75%
Die W - 80 um
Placement Rows - 21
final hold viol count - 0
worst-path fanout max - 5
max-cap violations - 0
Setup Crit Path Kind - primary input to flip-flop
max-slew violation count - 0
Post CTS Setup Buffer Count - 0
number of cells in Yosys stat - 43
leading area contributor after synthesis - dfrtp_1
#FFs+latches synth - 10
max_slew headroom - 0.6716
GRT Util Overall - 0.03685
most frequent cell after synthesis - dfrtp_1
Final Critical Period - 2713 ps
Top cell area share - 0.4975
skew final - 3.347 ps
Worst Setup End Kind - flip-flop
Worst R2R Start - wfull
via count - 385
chip footprint - 6400 um2
required time of the worst setup path - 3580 ps
Top Ports - 18
Synth Seq Share - 0.4975
final setup violation count - 0
Log Warnings - 25
Critical path origin - winc
# resized after CTS - 0
initial antenna violation count - 0
YS chip area - 503.0 um2
H-tree depth - 1
routed wire length - 1143 um
Yosys warnings - 2
RSZ-0062 raised after global routing - no
FFs w/ async S/R, synth - 1.000
Pwr Total - 0.6615 mW
==> cells by family after synthesis <==
group | after synthesis | share of synthesized area
adders and majority gates | 2 | 0.04974
xor gates and xnor gates | 10 | 0.1741
DFF | 10 | 0.4975
muxes | 1 | 0.01990
buffers and inverters | 1 | 0.007456
AOI/OAI and AO/OA | 8 | 0.1119
and+or+nand+nor | 11 | 0.1393
==> placed cells by master, fill, tap and decap left out, types with 2 or more instances in the layout <==
cell type	instances
clkdlybuf4s50_1	17
clkbuf_4	3
nand3b_1	2
a21boi_0	2
ha_1	2
dfrtp_1	10
nand3_1	2
xnor2_1	4
xor2_1	6
==> routing by layer <==
metal	vias to the layer above	track usage	part of all wire
met1	176	0.05020	0.45
met5	-	0	0
met3	2	0.02614	0.13
met4	0	0.001761	0.0052
met2	13	0.04815	0.41
li1	194	-	-
==> sequential cells by signal (all words and copies together), names as in the netlist <==
name,flops
wfull,1
wbin,4
wptr,5
==> worst max-delay path, stage by stage <==
cell and delay, ps:
clkdlybuf4s50_1 470, nor2b_1 140, ha_1 230, ha_1 240, and4b_1 210, o21a_1 170
or3_1 330, a211o_1 310, a21oi_2 130
==> metrics by stage <==
stage | cell area (um2) | utilization | worst slack (ps) | cells
floorplan | 503.0 | - | 1029 | 43
global placement | 730.7 | 0.2139 | 438.8 | 106
detailed placement | 730.7 | 0.2139 | 435.4 | 106
CTS | 753.2 | 0.2205 | 690.4 | 109
global route | 753.2 | 0.2205 | 568.9 | 109
finish | 753.2 | 0.2205 | 687.2 | 109
==> final timing paths <==
| path | end | slack [ps] | cells past startpoint |
|---|---|---|---|
| setup / recovery | wfull | 690 | 9 |
| hold / removal | wptr[4] | 560 | 1 |
| setup reg to reg | wfull | 1220 | 8 |
| hold reg to reg | wptr[4] | 560 | 1 |
| max in group asynchronous | wptr[0] | 2370 | 1 |
| min in group asynchronous | wbin[0] | 730 | 1 |
==> final cells by class <==
type                       count  area (um2)
clock buffer                   3       22.52
fill                         371        2663
inverter                       1       3.754
multi-input combinational     32       249.0
sequential                    10       250.2
tap                           46       57.56
timing repair buffer          17       170.2
==> report_power, final <==
part	leakage (nW)	internal, mW	switching, mW	total [mW]
combinational	0.161	0.214	0.146	0.360
sequential	0.120	0.183	0.0435	0.226
clock	0.0138	0.0406	0.0345	0.0751
total	0.294	0.437	0.224	0.662
No activity file was given, so power comes from the tool's default toggle rates.
