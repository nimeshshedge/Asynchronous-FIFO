File: run.sh
#!/bin/bash
# OpenROAD 26Q1-2900-gdf79404cd8, Yosys 0.63+post, stock flow scripts
make -C /OpenROAD-flow-scripts/flow DESIGN_CONFIG=/design/flow/config.mk WORK_HOME=/design/flow/orfs finish
File: config.mk
export PLATFORM = sky130hd
export DESIGN_NAME = rptr_empty
export DESIGN_NICKNAME = rptr_empty
export VERILOG_FILES = /design/flow/design.v
export SDC_FILE = /design/flow/constraint.sdc
export NUM_CORES = 4
export LEC_CHECK = 1
export CORE_AREA = 10 10 79 79
export DIE_AREA = 0 0 89 89
File: constraint.sdc
current_design rptr_empty

set clk_period 2.8
set clk_io_pct 0.2

create_clock -name clk0 -period $clk_period [get_ports {rclk}]

set non_clock_inputs [all_inputs -no_clocks]
set_input_delay [expr $clk_period * $clk_io_pct] -clock clk0 $non_clock_inputs
set_output_delay [expr $clk_period * $clk_io_pct] -clock clk0 [all_outputs]
File: design.v
module rptr_empty (
 output reg rempty,
 output [4-1:0] raddr,
 output reg [4 :0] rptr,
 input [4 :0] rq2_wptr,
 input rinc, rclk, rrst_n);
 reg [4:0] rbin;
 wire [4:0] rgraynext, rbinnext;
 always @(posedge rclk or negedge rrst_n)
	if (!rrst_n) 
		{rbin, rptr} <= 0;
	else 
		{rbin, rptr} <= {rbinnext, rgraynext};
 assign raddr = rbin[4-1:0];
 assign rbinnext = rbin + (rinc & ~rempty);
 assign rgraynext = (rbinnext>>1) ^ rbinnext;
 assign rempty_val = (rgraynext == rq2_wptr);
 always @(posedge rclk or negedge rrst_n)
	if (!rrst_n) 
		rempty <= 1'b1;
	else 
		rempty <= rempty_val;
endmodule
==> impl_metrics.env <==
# flow metrics
export IMPL_netlist_top_cell_by_instances="sky130_fd_sc_hd__dfrtp_1"
export IMPL_h_tree_depth=1
export IMPL_cts_post_setup_buffers_inserted=0
export IMPL_ys_top_cells_by_area="sky130_fd_sc_hd__dfrtp_1 40%, sky130_fd_sc_hd__xnor2_1 11%, sky130_fd_sc_hd__xnor3_1 8.1%"
export IMPL_run_status="completed"
export IMPL_postSynthSeqShare_pct=45.17
export IMPL_fin_crit_sh_pct=81.44
export IMPL_coreArea_um2=4661
export IMPL_post_synth_top_area_fraction_pct=40.45
export IMPL_worstPathArrival_ps=2450
export IMPL_yosys_stat_cells=45
export IMPL_achievable_frequency_mhz=438.5
export IMPL_synthDominantAreaCellType="sky130_fd_sc_hd__dfrtp_1"
export IMPL_area_taken_by_flip_flops_and_latches_um2=251.5
export IMPL_power_share_switching_pct=32.46
export IMPL_share_clk_of_total_power_pct=17.8
export IMPL_number_of_antenna_violations_at_the_first_check_in_global_routing=0
export IMPL_p_leak_nw=0.3441
export IMPL_fp_dieArea_um2=7921
export IMPL_setup_viol=0
export IMPL_synth_chip_area_um2=556.8
export IMPL_grt_first_pass_wirelength_um=2056
export IMPL_clk_path_buf_depth=2
export IMPL_num_io_pins=18
export IMPL_global_route_usage_total_pct=3.340
export IMPL_fin_ws_ps=519.7
export IMPL_synth_warnings=2
export IMPL_port_buffers=17
export IMPL_syn_inst=45
export IMPL_via_density=3.280
export IMPL_routed_wl_um=1220
export IMPL_cts_clock_pin_slew_for_the_worst_setup_and_hold_paths_ps=50
export IMPL_drt_initial_drc_count=13
export IMPL_chipWidth_um=89
export IMPL_postCtsResizedCells=0
export IMPL_postSynth_asyncResetShare_pct=100.0
export IMPL_pwr_share_seq_pct=29.8
export IMPL_rsz0062_at_grt="no"
export IMPL_clock_insertion_delay_worst_skew_ps=230
export IMPL_min_period_ps=2280
export IMPL_classification_of_the_worst_slack_hold_path="reg -> reg"
export IMPL_n_fill_cell=489
export IMPL_die_size_y_um=89
export IMPL_finalHoldViolations=0
export IMPL_largest_driver_fanout_on_the_critical_path=5
export IMPL_timing_max_slew_rel_slack_pct=70.78
export IMPL_finalWeightedCongestion=0.7290
export IMPL_dominantRegCellSynth="sky130_fd_sc_hd__dfrtp_1"
export IMPL_comb_power_share_pct=52.4
export IMPL_antenna_left=0
export IMPL_net_sw_power_w=0.0003208
export IMPL_cts_sinks=10
export IMPL_final_cell_area_um2=833.3
export IMPL_fin_tns_setup_ps=0
export IMPL_tool_warnings=25
export IMPL_n_antenna_cell=0
export IMPL_detail_route_drc_violations=0
export IMPL_yosys_top_cells_count="9 x sky130_fd_sc_hd__dfrtp_1, 7 x sky130_fd_sc_hd__xnor2_1, 5 x sky130_fd_sc_hd__xor2_1"
export IMPL_placementRows=25
export IMPL_mappedNetlistArea_um2=556.8
export IMPL_multiInputGateArea_um2=281.5
export IMPL_cts_hold_buffers_added=0
export IMPL_first_pass_iters=2
export IMPL_area_growth_syn_to_layout_pct=49.66
export IMPL_synth_cell_type_count=21
export IMPL_irDropWorstVdd_mv=0.3224
export IMPL_synthesized_area_divided_by_synthesized_cell_count_um2=12.37
export IMPL_dpl_worst_slack_ps=267.9
export IMPL_worstMarginPinSlew_ps=436.9
export IMPL_number_of_global_route_vias_before_repair=420
export IMPL_worst_ep_required_time_ps=2970
export IMPL_fp_util_pct=11.95
export IMPL_clk_root_buffer_cell="sky130_fd_sc_hd__clkbuf_8"
export IMPL_grt_overflow=0
export IMPL_route_detailed_wl_per_inst_um=10.34
export IMPL_power_report_internal_total_w=0.0006674
export IMPL_path_class="in -> reg"
export IMPL_timing_clock_skew_ps=2.048
export IMPL_enable_flop_cells=0
export IMPL_post_route_cells_drive_above_1_share_pct=14.06
export IMPL_maxSlewViolCount=0
export IMPL_pwr_per_cell_area_nw_per_um2=1186
export IMPL_endpoint_kind="flop"
export IMPL_grt_max_degree=11
export IMPL_post_dp_hpwl_um=994.1
export IMPL_numSynthFlops=10
export IMPL_dpl_cell_area_um2=778.2
export IMPL_count_of_max_cap_constraint_violations=0
export IMPL_timing_critical_path_from_type="primary input"
export IMPL_dr_total_vias=387
export IMPL_cts_tree="built"
export IMPL_numCtsBuffers=3
## worst max-delay path: stages
cell,delay [ps]
sky130_fd_sc_hd__clkdlybuf4s50_1,450
sky130_fd_sc_hd__nor2b_1,130
sky130_fd_sc_hd__ha_1,220
sky130_fd_sc_hd__ha_1,310
sky130_fd_sc_hd__xnor3_1,380
sky130_fd_sc_hd__nor3_2,180
sky130_fd_sc_hd__o211ai_2,110
sky130_fd_sc_hd__a21oi_2,110
## worst paths after layout
path	from	endpoint	slack, ps	depth (start not counted)
min in group asynchronous	rrst_n	rbin[3]	640	1
max in group asynchronous	rrst_n	rempty	1830	1
setup / recovery	rinc	rempty	520	8
hold / removal	rptr[4]	rptr[3]	590	1
setup reg to reg	rempty	rempty	880	7
hold reg to reg	rptr[4]	rptr[3]	590	1
## state kept, by name, indices dropped and copies added (netlist names)
name / count
rptr: 5
rbin: 4
rempty: 1
## through the flow
step                      hold slack, ps  utilization (%)  total power [W]  std cells
final                              593.1            17.88        0.0009881        118
after floorplan                    264.4                -        0.0006215         45
after CTS                          601.8            17.88         0.001006        118
after global routing               635.6            17.88         0.001081        118
after global placement             573.5            16.70        0.0008130        114
after detailed placement           590.7            16.70        0.0008182        114
## cells in the final DEF (no fill, tap or decap), types with 2 or more instances in the layout
cell type and count:
sky130_fd_sc_hd__clkbuf_8 4, sky130_fd_sc_hd__clkdlybuf4s50_1 17, sky130_fd_sc_hd__dfrtp_1 9, sky130_fd_sc_hd__ha_1 2, sky130_fd_sc_hd__inv_1 2, sky130_fd_sc_hd__nand2_1 2, sky130_fd_sc_hd__nand3_1 3, sky130_fd_sc_hd__xnor2_1 7
sky130_fd_sc_hd__xnor3_1 2, sky130_fd_sc_hd__xor2_1 5
## area by class of cell
| class | count | area share [%] |
|---|---|---|
| Inverter | 2 | 0.9009 |
| Tap cell | 54 | 8.108 |
| Timing Repair Buffer | 17 | 20.42 |
| Sequential cell | 10 | 30.18 |
| Clock buffer | 4 | 6.607 |
| Multi-Input combinational cell | 31 | 33.78 |
## routing by layer
layer / vias up / share of wire [%] / GRT usage (%)
li1: 190 / - / -
met1: 176 / 42 / 3.818
met2: 19 / 35 / 4.388
met3: 2 / 22 / 3.398
met4: 0 / 0.66 / 0.4335
met5: - / 0 / 0
## power groups by stage
stage	Combinational [W]	Sequential, W	Clock, W
finish	0.000518	0.000295	0.000176
global route	0.000582	0.000309	0.000191
CTS	0.000530	0.000297	0.000179
## cell families after synthesis
kind of cell | synth area share (%)
xor gates and xnor gates | 26.97
and+or+nand+nor | 10.34
DFF | 45.17
AOI/OAI and AO/OA | 8.765
buffers and inverters | 4.269
adders and majority gates | 4.494
Power is estimated from default activity; no workload was simulated.
