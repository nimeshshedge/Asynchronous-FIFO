==> design.v <==
module fifomem (
 output [8-1:0] rdata,
 input [8-1:0] wdata,
 input [4-1:0] waddr, raddr,
 input wclken, wfull, wclk);
		localparam DEPTH = 1<<4;
		reg [8-1:0] mem [0:DEPTH-1];
		assign rdata = mem[raddr];
		always @(posedge wclk)
			if (wclken && !wfull) 
				mem[waddr] <= wdata;
endmodule
==> run.sh <==
#!/bin/bash
# OpenROAD 26Q1-2900-gdf79404cd8, Yosys 0.63+post, stock flow scripts
make -C /OpenROAD-flow-scripts/flow DESIGN_CONFIG=/design/flow/config.mk WORK_HOME=/design/flow/orfs finish
==> config.mk <==
export PLATFORM = sky130hd
export DESIGN_NAME = fifomem
export DESIGN_NICKNAME = fifomem
export VERILOG_FILES = /design/flow/design.v
export SDC_FILE = /design/flow/constraint.sdc
export NUM_CORES = 4
export LEC_CHECK = 1
export CORE_UTILIZATION = 40
==> constraint.sdc <==
current_design fifomem

set clk_period 3.0
set clk_io_pct 0.2

create_clock -name clk0 -period $clk_period [get_ports {wclk}]

set non_clock_inputs [all_inputs -no_clocks]
set_input_delay [expr $clk_period * $clk_io_pct] -clock clk0 $non_clock_inputs
set_output_delay [expr $clk_period * $clk_io_pct] -clock clk0 [all_outputs]
==> impl_metrics.toml <==
# flow metrics
[global_route]
first_global_vias = 2573
globalRoute.totalOverflow = 0
grt_start_max_net_pins = 17
gr_util_all_layers = 0.178
grt_pass1_wl_um = 15100
grt_antenna_before_repair = 0

[clocking]
cts_hold_buffers = 0
clockBufferDepth = 2
cts_bufs_inserted = 17
clock_tree_from_tritoncts = "yes"
clk_pin_slew_ns = 0.05
cts.repair_timing.setup_buffer_count = 0
clock_root_buffer = "sky130_fd_sc_hd__clkbuf_16"
htree_levels = 4
clock_sinks = 128

[finish]
final_layout_size_suffix_gt1_frac = 0.244
final_layout_top_logic_cells = "sky130_fd_sc_hd__edfxtp_1, sky130_fd_sc_hd__clkdlybuf4s50_1, sky130_fd_sc_hd__mux4_2"
area_delta_synth_final_pct = 23.8
fin_cells = 463
largest_register_ffs = 128
largestRegisters = "mem (128)"
top_reg_by_flops = "mem"
fin_util = 0.511
layout.cells.most_common = "sky130_fd_sc_hd__edfxtp_1"

[final_timing]
finalClockPeriodUsage = 0.972
setup-violations-final = 0
worst-slew-pin-transition_ns = 0.623
grt_setup_unrepaired = "no"
report.final.slew_viol_count = 0
tns_ns = 0
hold_violations = 0
slew_headroom = 0.584
max_clock_freq_ghz = 0.343
layout_min_cycle_time_ns = 2.92

[die]
die_height_um = 114
rows = 40
io_pins = 27
chipArea_um2 = 12900
design.core.area_um2 = 12100
core_util_floorplan = 0.413
die-width_um = 114

[synth]
ys_seq_share = 0.769
yosys_area_um2 = 5000
ys_cells = 222
synthesized_instance_count = 222
ys_warn_count = 1
synthAoiAreaFrac = 0.0240
post_synth.cell_area_avg_um2 = 22.5
ys_sh_xor = 0
adder_share = 0
syn_area_um2 = 5000
synth.distinct_cells = 18
post_synthesis_mux_area_share = 0.155
basic_gate_share_of_the_synthesized_area_counting_and_or_nand_and_nor_cells = 0.0346
postSynthRegisterBits = 128
post_synth_main_logic_family = "multiplexers"

[routing]
drt_iter0_markers = 147
avgRoutedWirePerCell_um = 20.8
antenna_diode_count = 0
drtPass1Iterations = 4
drt_wl_total_um = 9640
drtAntennaViolNets = 0
detailroute.via_count = 2426
drc = 0
via_per_inst = 5.24

[job]
warning_count = 25
maxCapViolations = 0

[setup_path]
crit_start = "raddr[0]"
worstSetupPathType = "input pin to primary output"
arrival_time_at_the_worst_endpoint_ns = 2.32
cp-endpoint = "rdata[5]"
path_max_fanout = 12
timing.critical_path.required_ns = 2.40
nature_of_the_critical_path_startpoint = "input pin"
worstSetupEndpointType = "primary output"

[status]
status = "completed"

[placed_design]
gp_routability_congestion = 0.787
place_inst = 430
placement.io_buffers = 26
hpwl_um = 6340

[power]
power.ir.vdd_worst_uv = 327
p_leak_uw = 0.00204
post-layout-total-power_uw = 4110
cellPowerDensity_nw_per_um2 = 665

[worst_hold_path]
min-delay-path-class = "input pin to register"
## per-layer routing
| layer | global-route usage | up-vias | wire, um |
|---|---|---|---|
| met5 | 0 | - | 0 |
| met2 | 0.267 | 136 | 4740 |
| li1 | - | 1075 | - |
| met3 | 0.0807 | 9 | 895 |
| met4 | 0.0219 | 0 | 114 |
| met1 | 0.280 | 1206 | 3890 |
## cell type report
type,instances,area (um^2)
Clock buffer,20,437
Sequential cell,128,3840
Timing Repair Buffer,51,500
Clock inverter,12,119
Tap cell,168,210
Multi-Input combinational cell,84,1070
Fill cell,978,5930
## worst max-delay path, cell delays in order
cell                              delay (ns)
sky130_fd_sc_hd__buf_2                  0.17
sky130_fd_sc_hd__buf_12                 0.17
sky130_fd_sc_hd__mux4_1                 0.57
sky130_fd_sc_hd__a22oi_1                0.30
sky130_fd_sc_hd__nand2_1                0.09
sky130_fd_sc_hd__clkdlybuf4s50_1        0.40
## how the worst min path moves through the flow
stage / from / end / depth (start not counted)
6_report: wclken / mem[5][6]$_DFFE_PP_ / 3
5_1_grt: waddr[0] / mem[4][2]$_DFFE_PP_ / 2
4_1_cts: wclken / mem[5][6]$_DFFE_PP_ / 3
## what timing repair did
item	4_1_cts	5_1_grt
endpoints found under the setup margin	8	0
gates resized	6	0
endpoints found under the hold margin	0	0
## kinds of logic after synthesis
family,Yosys count
flops,128
simple gates,36
compound gates,16
mux,32
buf+inv,10
## synth_stat cells
master                            instances  area share
sky130_fd_sc_hd__buf_4                    1      0.0015
sky130_fd_sc_hd__nor2_1                  13      0.0098
sky130_fd_sc_hd__edfxtp_1               128        0.77
sky130_fd_sc_hd__nor3_1                   4      0.0040
sky130_fd_sc_hd__a22oi_1                 16       0.024
sky130_fd_sc_hd__nand4bb_1                1      0.0023
sky130_fd_sc_hd__clkdlybuf4s25_2          3      0.0060
sky130_fd_sc_hd__buf_2                    3      0.0030
sky130_fd_sc_hd__and2b_1                  1      0.0015
sky130_fd_sc_hd__and2_1                   1      0.0013
sky130_fd_sc_hd__buf_6                    3      0.0068
sky130_fd_sc_hd__nor3b_1                  1      0.0015
sky130_fd_sc_hd__nand4b_1                 1      0.0018
sky130_fd_sc_hd__nand2b_1                 3      0.0038
sky130_fd_sc_hd__mux4_1                  14       0.074
sky130_fd_sc_hd__nor2b_1                  1      0.0013
sky130_fd_sc_hd__mux4_2                  18       0.081
sky130_fd_sc_hd__nand2_1                 10      0.0075
## per-stage QoR
step                      hold slack, ns  area, um^2  setup slack, ns
final                               1.13        6180           0.0832
after detailed placement            1.51        5610          -0.0759
after floorplan                    0.699        5000            0.792
after CTS                           1.10        6180           0.0910
after global placement              1.52        5610          -0.0491
after global routing                1.15        6180           0.0270
## power breakdown
group	total, uW	switching, uW	leakage [uW]	internal, uW
Sequential	2000	3.95	0.00115	1990
Combinational	213	103	0.000621	111
Clock	1900	691	0.000266	1210
Power is estimated from default activity; no workload was simulated.
